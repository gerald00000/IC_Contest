File: run.sh
#!/bin/bash
# OpenROAD 26Q1-2900-gdf79404cd8, Yosys 0.63+post, stock flow scripts
make -C /OpenROAD-flow-scripts/flow DESIGN_CONFIG=/design/flow/config.mk WORK_HOME=/design/flow/orfs finish
File: config.mk
export PLATFORM = sky130hd
export DESIGN_NAME = JAM
export DESIGN_NICKNAME = JAM
export VERILOG_FILES = /design/flow/design.v
export SDC_FILE = /design/flow/constraint.sdc
export NUM_CORES = 4
export LEC_CHECK = 1
export CORE_UTILIZATION = 50
File: constraint.sdc
current_design JAM

set clk_period 4.5
set clk_io_pct 0.2

create_clock -name clk0 -period $clk_period [get_ports {CLK}]

set non_clock_inputs [all_inputs -no_clocks]
set_input_delay [expr $clk_period * $clk_io_pct] -clock clk0 $non_clock_inputs
set_output_delay [expr $clk_period * $clk_io_pct] -clock clk0 [all_outputs]
File: design.v
`timescale 1ns/10ps
module JAM (
    input CLK,
    input RST,
    output reg [2:0] W,
    output [2:0] J,
    input [6:0] Cost,
    output reg [3:0] MatchCount,
    output reg [9:0] MinCost,
    output reg Valid );
parameter STATE_IDLE = 2'd0;
parameter STATE_INPUT = 2'd1;
parameter STATE_OUT = 2'd2;
parameter STATE_ALG = 2'd3;
integer i;
reg [1:0]cur_state;
reg [1:0]nx_state;
reg [2:0]n[0:7];
reg [2:0]nx_n[0:7];
reg [2:0]change1;
reg [2:0]change2;
reg [2:0]count1;
reg [2:0]count2;
reg [3:0]delay;
reg [9:0]totalCost;
reg [2:0]flag;
reg stop_count1;
reg stop_w;
reg [2:0]cost_delay;
always@(posedge CLK or posedge RST)begin
    if(RST)begin
        cur_state <= STATE_IDLE;
    end
    else begin
        cur_state <= nx_state;
    end
end
always@( * )begin
    case(cur_state)
        STATE_IDLE: nx_state = STATE_INPUT;
        STATE_INPUT: begin
            if(cost_delay == 1)begin
                if(flag == 3'd7) nx_state = STATE_OUT;
                else if(delay > 1) nx_state = STATE_ALG;
                else nx_state = STATE_INPUT;
            end
            else begin
                nx_state = STATE_INPUT;
            end
        end
        STATE_OUT: nx_state = STATE_OUT;
        STATE_ALG: nx_state = STATE_INPUT;
    endcase
end
always@(posedge CLK or posedge RST)begin
    if(RST)begin
        for(i = 0 ; i < 8 ; i = i + 1) n[i] <= i;
    end
    else if(cur_state == STATE_INPUT && cost_delay == 1 && delay > 1)begin
        for(i = 0 ; i < 8 ; i = i + 1) n[i] <= nx_n[i];
    end
    else begin
        for(i = 0 ; i < 8 ; i = i + 1) n[i] <= n[i];
    end
end
always@(posedge CLK or posedge RST)begin
    if(RST)begin
        for(i = 0 ; i < 8 ; i = i + 1) nx_n[i] <= i;
    end
    else if(cur_state == STATE_INPUT && count2 == change1 && stop_count1)begin
        if(delay == 0)begin
            nx_n[change1] <= nx_n[change2];
            nx_n[change2] <= nx_n[change1];
        end
        else if(delay == 1)begin
            case(change1)
                5:begin
                    nx_n[6] <= nx_n[7];
                    nx_n[7] <= nx_n[6];
                end
                4:begin
                    nx_n[7] <= nx_n[5];
                    nx_n[5] <= nx_n[7];
                end
                3:begin
                    nx_n[7] <= nx_n[4];
                    nx_n[6] <= nx_n[5];
                    nx_n[5] <= nx_n[6];
                    nx_n[4] <= nx_n[7];
                end
                2:begin
                    nx_n[7] <= nx_n[3];
                    nx_n[6] <= nx_n[4];
                    nx_n[4] <= nx_n[6];
                    nx_n[3] <= nx_n[7];
                end
                1:begin
                    nx_n[7] <= nx_n[2];
                    nx_n[6] <= nx_n[3];
                    nx_n[5] <= nx_n[4];
                    nx_n[4] <= nx_n[5];
                    nx_n[3] <= nx_n[6];
                    nx_n[2] <= nx_n[7];
                end
                0:begin
                    nx_n[7] <= nx_n[1];
                    nx_n[6] <= nx_n[2];
                    nx_n[5] <= nx_n[3];
                    nx_n[3] <= nx_n[5];
                    nx_n[2] <= nx_n[6];
                    nx_n[1] <= nx_n[7];
                end
                default:begin
                    nx_n[0] <= nx_n[0];
                    nx_n[1] <= nx_n[1];
                    nx_n[2] <= nx_n[2];
                    nx_n[3] <= nx_n[3];
                    nx_n[4] <= nx_n[4];
                    nx_n[5] <= nx_n[5];
                    nx_n[6] <= nx_n[6];
                    nx_n[7] <= nx_n[7];
                end 
            endcase
        end
        else begin
            nx_n[0] <= nx_n[0];
            nx_n[1] <= nx_n[1];
            nx_n[2] <= nx_n[2];
            nx_n[3] <= nx_n[3];
            nx_n[4] <= nx_n[4];
            nx_n[5] <= nx_n[5];
            nx_n[6] <= nx_n[6];
            nx_n[7] <= nx_n[7];
        end
    end
end
always@(posedge CLK or posedge RST)begin
    if(RST)begin
        change1 <= 7;
    end
    else if(cur_state == STATE_INPUT)begin
        if(n[count1] > n[count1-1])begin
            change1 <= count1 - 1;
        end
        else begin
            change1 <= change1;
        end
    end
    else begin
        change1 <= 7;
    end
end
always@(posedge CLK or posedge RST)begin
    if(RST)begin
        change2 <= 7;
    end
    else if(cur_state == STATE_INPUT && stop_count1)begin
        if((n[count2] - n[change1]) > 0 && (n[count2] - n[change1]) < (n[count2] - n[change2]))begin
            change2 <= count2;
        end
        else begin
            change2 <= change2;
        end
    end
    else begin
        change2 <= 7;
    end
end
always@(posedge CLK or posedge RST)begin
    if(RST)begin
        count1 <= 7;
    end
    else if(cur_state == STATE_INPUT && !stop_count1)begin
        if(n[count1] > n[count1-1])begin
            count1 <= count1;
        end
        else begin
            count1 <= count1 - 1;
        end
    end
    else begin
        count1 <= 7;
    end
end
always@(posedge CLK or posedge RST)begin
    if(RST)begin
        stop_count1 <= 0;
    end
    else if(cur_state == STATE_INPUT)begin
        if(n[count1] > n[count1-1])begin
            stop_count1 <= 1;
        end
        else begin
            stop_count1 <= stop_count1;
        end
    end
    else begin
        stop_count1 <= 0;
    end
end
always@(posedge CLK or posedge RST)begin
    if(RST)begin
        count2 <= 7;
    end
    else if(cur_state == STATE_INPUT && stop_count1)begin
        if(count2 > change1)begin
            count2 <= count2 - 1;
        end
        else begin
            count2 <= count2;
        end
    end
    else begin
        count2 <= 7;
    end
end
always@(posedge CLK or posedge RST)begin
    if(RST)begin
        delay <= 0;
    end
    else if(cur_state == STATE_INPUT && count2 == change1 && stop_count1)begin
        delay <= delay + 1;
    end
    else begin
        delay <= 0;
    end
end
always@(posedge CLK or posedge RST)begin
    if(RST)begin
        W <= 0;
    end
    else if(cur_state == STATE_INPUT && !stop_w)begin
        if(W < 7)begin
            W <= W + 1;
        end
        else begin
            W <= W;
        end
    end
    else if(cur_state == STATE_ALG)begin
        W <= 1;
    end
    else begin
        W <= 0;
    end
end
always@(posedge CLK or posedge RST)begin
    if(RST)begin
        stop_w <= 0;
    end
    else if(cur_state == STATE_INPUT)begin
        if(W == 7)begin
            stop_w <= 1;
        end
        else begin
            stop_w <= stop_w;
        end
    end
    else begin
        stop_w <= 0;
    end
end
always@(posedge CLK or posedge RST)begin
    if(RST)begin
        cost_delay <= 0;
    end
    else if(cur_state == STATE_INPUT)begin
        if(stop_w)begin
            cost_delay <= cost_delay + 1;
        end
        else begin
            cost_delay <= cost_delay;
        end
    end
    else begin
        cost_delay <= 0;
    end
end
assign J = n[W];
always@(posedge CLK or posedge RST)begin
    if(RST)begin
        totalCost <= 0;
    end
    else if(cur_state == STATE_INPUT)begin
        if(cost_delay != 2 && W > 0)begin
            totalCost <= totalCost + Cost;
        end
        else begin
            totalCost <= totalCost;
        end
    end
    else begin
        totalCost <= 0;
    end
end
always@(posedge CLK or posedge RST)begin
    if(RST)begin
        MinCost <= 0;
    end
    else if(cur_state == STATE_INPUT && cost_delay == 1)begin
        if(MinCost == 0)begin
            MinCost <= totalCost;
        end
        else if(MinCost > totalCost)begin
            MinCost <= totalCost;
        end
        else begin
            MinCost <= MinCost;
        end
    end
    else begin
        MinCost <= MinCost;
    end
end
always@(posedge CLK or posedge RST)begin
    if(RST)begin
        MatchCount <= 0;
    end
    else if(cur_state == STATE_INPUT && cost_delay == 1 && delay > 1)begin
        if(MinCost == totalCost)begin
            MatchCount <= MatchCount + 1;
        end
        else if(MinCost > totalCost || MinCost == 0)begin
            MatchCount <= 1;
        end
        else begin
            MatchCount <= MatchCount;
        end
    end
    else begin
        MatchCount <= MatchCount;
    end
end
always@(posedge CLK or posedge RST)begin
    if(RST)begin
        flag <= 0;
    end
    else if(cur_state == STATE_INPUT)begin
        if(0 < W && !stop_w)begin
            if((n[W-1] - 1) == n[W])begin
                flag <= flag + 1;
            end
            else begin
                flag <= flag;
            end
        end
        else begin
            flag <= flag;
        end
    end
    else begin
        flag <= 0;
    end
end
always@(posedge CLK or posedge RST)begin
    if(RST)begin
        Valid <= 0;
    end
    else if(cur_state == STATE_OUT)begin
        Valid <= 1;
    end
    else begin
        Valid <= 0;
    end
end
endmodule
==> reports/results.tsv <==
stage	metric	value	unit
detailed_routing	Vias per Instance	6.33	
die	fp_density	51.9	%
clock_tree	clock-pin transition on the worst setup and hold timing paths	80	ps
detailed_routing	# diodes	0	
final_timing	final tally of setup violations	0	
detailed_routing	Post-Route WL	24100	µm
synthesis	cells in synth_stat.txt	926	
clock_tree	CTS H-tree lvls	3	
final_timing	Max-slew headroom	36.3	%
placement	port bufs	29	
die	die area	0.0172	mm²
final_timing	Final Cycle Share	85.8	%
die	Cell Rows	46	
clock_tree	Num CTS Buffers	9	
final_timing	Least-Margin Pin Slew	952	ps
synthesis	post-synth top area cell	dfrtp_1	
clock_tree	buffer type at the clock tree root	clkbuf_16	
flow_run	Tool Warnings	44	
synthesis	Syn Inst Count	926	
synthesis	Dominant flop cell	dfrtp_1	
clock_tree	CTS tree	built	
detailed_routing	First-pass DRT Iterations	6	
final_layout	synthesis-to-finish area growth	8.10	%
clock_tree	Post-CTS Setup Repair Bufs	0	
clock_tree	clk buf depth	2	
global_routing	grt met3 use	6.10	%
critical_path	Max FO, Critical Path	5	
final_timing	final hold violation count	0	
critical_path	Startpoint Class	register	
final_layout	share of post-route cells with drive strength above 1	10.9	%
global_routing	met1 Track Usage GR	43.6	%
placement	DP HPWL	16400	µm
pwr	Pwr Density	829	mW/mm²
final_timing	Fmax	259	MHz
clock_tree	Hold Buf Count CTS	0	
synthesis	post-synthesis register bit count	104	
clock_tree	CTS Sinks	104	
global_routing	initial antenna violation count	0	
detailed_routing	DRC viols	0	
global_routing	Total GRT Usage	29.6	%
detailed_routing	DRT antenna net count	0	
final_timing	clock skew	9.71	ps
placement	pre-CTS WS	634	ps
final_timing	Final Max Slew Viols	0	
synthesis	synth warn	3	
global_routing	vias in the first global route	6926	
synthesis	Yosys Chip Area	0.00836	mm²
clock_tree	CTS resizes	0	
global_routing	first-pass GRT wire length	38600	µm
synthesis	top cells, area	dfrtp_1, dfstp_2, ha_1, mux2_1, mux2i_1	
global_routing	grt met2 use	45.6	%
detailed_routing	WL/cell	21.2	µm
global_routing	total gr overflow	0	
final_timing	post-layout minimum cycle time	3860	ps
die	Top Ports	30	
critical_path	CP arrival	4140	ps
flow_run	maxcap violations	0	
final_timing	setup_tns	0	ps
min_path	Min-Delay Path Class	register to register	
global_routing	largest net degree at the start of global routing	43	
global_routing	GRT busiest layer	met2	
synthesis	synthesized area per cell	9.03	µm²
final_timing	Final WS setup	640	ps
pwr	maximum vdd ir drop	0.549	mV
synthesis	ys async rst share	100	%
clock_tree	clk latency of the worst-skew pair	360	ps
die	Die W	131	µm
synthesis	register area share after synthesis	31.7	%
placement	GP Congestion	0.955	
outcome	status	finished clean	
synthesis	Synth Cell Area	0.00836	mm²
synthesis	distinct lib cells	73	
final_layout	most frequent logic cells in the routed design	nand2_1, dfrtp_1, ha_1, a21oi_1, nor2_1	
critical_path	Setup Crit Path Kind	register to register	
detailed_routing	vias	7199	
final_layout	fill count	1404	
die	chip height	131	µm
pwr	LEAKAGE	3.98	nW
synthesis	Top-area cell share	20.1	%
die	Core Area	0.0161	mm²
final_timing	RSZ-0062 raised after global routing	no	
critical_path	Worst Setup End Kind	register	
critical_path	Req. time, crit path	4780	ps
detailed_routing	DRT iter0 DRCs	703	
final_layout	Top cell excl fill/tap	nand2_1	
synthesis	Post-synth EDFFs	0	
==> worst paths after layout <==
path | slack [ps] | cells past startpoint | to | start
worst min register to register | 380 | 0 | Valid$_DFF_PP0_ | cur_state[1]$_DFF_PP0_
worst min-delay path | 380 | 0 | Valid$_DFF_PP0_ | cur_state[1]$_DFF_PP0_
max in group asynchronous | 2690 | 3 | count2[2]$_DFFE_PP1P_ | RST
worst max-delay path | 640 | 14 | change2[1]$_DFFE_PP1P_ | count2[0]$_DFFE_PP1P_
min in group asynchronous | 950 | 2 | totalCost[1]$_DFFE_PP0P_ | RST
worst max register to register | 640 | 14 | change2[1]$_DFFE_PP1P_ | count2[0]$_DFFE_PP1P_
==> final cells by class <==
cell class	instances	area [µm²]	area share, %
Clock buffer	9	225	2.49
Clock inverter	7	72.6	0.803
Inverter	49	186	2.06
Multi-Input combinational cell	707	5220	57.8
Sequential cell	104	2650	29.3
Tap cell	216	270	2.99
Timing Repair Buffer	45	410	4.54
==> sequential cells by signal, summed over array words and instances, names as in the netlist <==
register and flops:
flag 3, W 3, stop_w 1, delay 4
Valid 1, cur_state 4, MatchCount 4, stop_count1 1
change1 3, change2 3, cost_delay 3, nx_n 24
n 24, MinCost 10, count1 3, totalCost 10
count2 3
==> critical path, cell delays in order (launching register included) <==
cell      delay [ps]
dfstp_2          570
inv_1            110
ha_1             260
a22o_1           230
a221oi_1         200
mux2i_1          110
a21oi_1          220
ha_1             200
inv_2             40
fa_1             460
ha_1             300
a21o_1           150
a211oi_1         600
mux2i_1          250
nand2_1           70
==> cell usage after synthesis, types with 9 or more instances <==
cell	count
inv_1	43
buf_2	10
o21a_1	9
o21ai_1	40
o211ai_1	20
a221oi_1	16
nand2_1	85
dfrtp_1	67
o22ai_1	16
mux2i_1	42
nand2b_1	14
nor2b_1	15
mux2_2	10
nand3_1	27
clkbuf_1	45
o21ai_0	13
xnor2_1	15
dfstp_2	37
nor2_1	53
a21oi_1	54
a22oi_1	19
mux2_1	45
a21o_1	17
a31oi_1	9
nor3_1	11
ha_1	59
==> through the flow <==
stage	util [%]	hold WS, ps	power [W]	cell area [µm²]	instances
6_report	56.1	385	0.00749	9040	1137
5_1_grt	56.1	410	0.00812	9040	1137
4_1_cts	56.1	391	0.00748	9040	1137
3_5_place_dp	54.2	363	0.00663	8740	1121
3_3_place_gp	54.2	371	0.00659	8740	1121
2_1_floorplan	-	355	0.00533	8360	926
==> routing by layer <==
layer | vias to the layer above | wire, µm
li1 | 3389 | -
met1 | 3442 | 10600
met2 | 306 | 10900
met3 | 62 | 1780
met4 | 0 | 791
met5 | - | 0
==> kinds of logic (layout without fill, tap and decap cells) <==
logic type | after synthesis | after routing | share of synthesized area (%)
compound gates | 277 | 277 | 22.6
simple gates | 243 | 243 | 14.1
buf+inv | 115 | 110 | 5.84
flops | 104 | 104 | 31.7
mux | 103 | 103 | 14.1
fa+ha+maj | 62 | 62 | 9.55
xor+xnor | 21 | 21 | 2.20
other cells | 1 | 1 | 0.0449
==> where the power goes <==
part           switching [W]  internal, W  leakage, nW
Combinational        0.00244      0.00207         2.59
Clock               0.000404     0.000394        0.143
Sequential          0.000796      0.00139         1.25
Power figures rest on the tool's default switching activity, not on a simulated workload.

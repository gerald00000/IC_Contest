[./design.v]
`timescale 1ns/10ps
module  CONV(
	input			clk, 
	input			reset, 
	output reg		busy,	
	input			ready,				
	output reg[11:0]	iaddr,
	input signed[19:0]		idata,	
	output reg 	 	cwr,
	output reg[11:0] 	caddr_wr,
	output reg[19:0] 	cdata_wr,	
	output reg	 	crd,
	output reg[11:0]	caddr_rd,
	input	[19:0]		cdata_rd,
	output reg[2:0] 	csel
	);
reg [2:0]cur_state;
reg [2:0]nx_state;
reg [2:0]pre_state;
reg [2:0]mem_cur_state;
reg [2:0]mem_nx_state;
reg signed[39:0] conv_data0;
reg signed[39:0] conv_data1;
reg [5:0]x;
reg [5:0]y;
reg signed[19:0]conv_check;
reg [3:0]ary;
reg signed[39:0]k0;
reg signed[39:0]k1;
reg [3:0]mcount;
reg signed[19:0]max0;
reg signed[19:0]max1;
reg signed[19:0]kernel0;
reg signed[19:0]kernel1;
wire signed[19:0]conv_out0;
wire signed[19:0]conv_out1;
wire signed[39:0]bias00;
wire signed[39:0]bias11;
parameter STATE_IDLE = 3'd0;
parameter STATE_conv = 3'd1;
parameter STATE_l0mem = 3'd2;
parameter STATE_l1mem = 3'd3;
parameter STATE_l2mem = 3'd4;
parameter STATE_maxp = 3'd5;
parameter STATE_finish = 3'd6;
parameter STATE_mem_IDLE = 3'd0;
parameter STATE_l0mem0 = 3'd1;
parameter STATE_l0mem1 = 3'd2;
parameter STATE_l1mem0 = 3'd3;
parameter STATE_l1mem1 = 3'd4;
parameter STATE_l2mem0 = 3'd5;
parameter STATE_l2mem0_1 = 3'd6;
parameter bias0 = 20'h01310;
parameter bias1 = 20'hF7295;
parameter kernel0_0 = 20'h0A89E;
parameter kernel0_1 = 20'h092D5;
parameter kernel0_2 = 20'h06D43;
parameter kernel0_3 = 20'h01004;
parameter kernel0_4 = 20'hF8F71;
parameter kernel0_5 = 20'hF6E54;
parameter kernel0_6 = 20'hFA6D7;
parameter kernel0_7 = 20'hFC834;
parameter kernel0_8 = 20'hFAC19;
parameter kernel1_0 = 20'hFDB55;
parameter kernel1_1 = 20'h02992;
parameter kernel1_2 = 20'hFC994;
parameter kernel1_3 = 20'h050FD;
parameter kernel1_4 = 20'h02F20;
parameter kernel1_5 = 20'h0202D;
parameter kernel1_6 = 20'h03BD7;
parameter kernel1_7 = 20'hFD369;
parameter kernel1_8 = 20'h05E68;
always @(posedge clk or posedge reset)begin
    if(reset)begin
        cur_state <= STATE_IDLE;
    end
    else begin
        cur_state <= nx_state;
    end
end
always @(*)begin
    nx_state = STATE_IDLE;
    case(cur_state)
    STATE_IDLE: nx_state = (ready)? STATE_IDLE : STATE_conv;
    STATE_conv: nx_state = (ary == 11)? STATE_l0mem : STATE_conv;
    STATE_l0mem: begin
        if(mem_cur_state == STATE_l0mem1)begin
            if(x == 63 && y == 63) begin
                nx_state = STATE_maxp;
            end
            else begin
                nx_state = STATE_conv;
            end
        end
        else begin
            nx_state = STATE_l0mem;
        end
    end
    STATE_l1mem: nx_state = (mem_cur_state == STATE_l1mem1)? STATE_l2mem : STATE_l1mem;
    STATE_l2mem: begin
        if(mem_cur_state == STATE_l2mem0_1)begin
            if(x == 62 && y == 62)begin
                nx_state = STATE_finish;
            end
            else begin
                nx_state = STATE_maxp;
            end
        end
        else begin
            nx_state = STATE_l2mem;
        end
    end
    STATE_maxp: nx_state = (mcount == 8)? STATE_l1mem : STATE_maxp;
    STATE_finish: nx_state = STATE_finish;
    endcase
end
always @(posedge clk or posedge reset) begin
    if(reset)begin
        pre_state <= STATE_IDLE;
    end
    else if(cur_state != nx_state)begin
        pre_state <= cur_state;
    end
    else begin
        pre_state <= pre_state;
    end
end
always @(posedge clk or posedge reset)begin
    if(reset)begin
        mem_cur_state <= STATE_IDLE;
    end
    else begin
        mem_cur_state <= mem_nx_state;
    end
end
always @(*)begin
    case(cur_state)
    STATE_l0mem: mem_nx_state = (mem_cur_state == STATE_l0mem0)? STATE_l0mem1 : STATE_l0mem0;
    STATE_l1mem: mem_nx_state = (mem_cur_state == STATE_l1mem1)? STATE_l2mem0 : STATE_l1mem1;
    STATE_l2mem: mem_nx_state = (mem_cur_state == STATE_l2mem0)? STATE_l2mem0_1 : STATE_l0mem0;
    STATE_maxp: begin
        if(mcount == 8)begin
            mem_nx_state = STATE_l1mem0;
        end
        else begin
            mem_nx_state = (mem_cur_state == STATE_l0mem1)? STATE_l0mem0 : STATE_l0mem1;
        end
    end
    default mem_nx_state = STATE_mem_IDLE;
    endcase
end
always @(posedge clk or posedge reset)begin
    if(reset)begin
        busy <= 0;
    end
    else if(cur_state == STATE_IDLE)begin
        busy <= 1;
    end
    else if(cur_state == STATE_finish)begin
        busy <= 0;
    end
    else begin
        busy <= busy;
    end 
end 
always @(*)begin
    case(cur_state)
        STATE_l0mem: csel = (mem_cur_state == STATE_l0mem1)? 3'b010 : 3'b001;
        STATE_l1mem: csel = (mem_cur_state == STATE_l1mem1)? 3'b100 : 3'b011;
        STATE_l2mem: csel = 3'b101;
        STATE_maxp: csel = (mem_cur_state == STATE_l0mem0)? 3'b001 : 3'b010;
        default: csel = 3'b000;
    endcase
end
always @(*)begin
    if(cur_state == STATE_maxp)begin
        case (mcount)
        0: caddr_rd = 64 * y + x;
        1: caddr_rd = 64 * y + x;
        2: caddr_rd = 64 * y + x + 1;
        3: caddr_rd = 64 * y + x + 1;
        4: caddr_rd = 64 * y + x + 64;
        5: caddr_rd = 64 * y + x + 64;
        6: caddr_rd = 64 * y + x + 65;
        7: caddr_rd = 64 * y + x + 65;
        default: caddr_rd = 0;
        endcase
    end
    else begin
        caddr_rd = 0;
    end
end
always @(*)begin
    case(cur_state)
    STATE_l0mem: caddr_wr = y * 64 + x;
    STATE_l1mem: caddr_wr = y * 16 + x / 2; 
    STATE_l2mem: caddr_wr = (mem_cur_state == STATE_l2mem0)? y * 32 + x : y * 32 + x + 1;
    default: caddr_wr = 0;
    endcase
end
always @(posedge clk or posedge reset)begin
    if(reset)begin
        cdata_wr <= 'd0;
    end
    else if(cur_state == STATE_l0mem)begin
        if(mem_cur_state == STATE_l0mem0)begin
            cdata_wr <= (conv_out1 > 0)? conv_out1 : 'd0;
        end
        else begin
            cdata_wr <= (conv_out0 > 0)? conv_out0 : 'd0;
        end
    end
    else if(mcount == 8)begin
        cdata_wr <= max0;
    end
    else if(cur_state == STATE_l1mem)begin
        cdata_wr <= (mem_cur_state == STATE_l1mem0)? max1 : max0;
    end
    else if(cur_state == STATE_l2mem)begin
        cdata_wr <= (mem_cur_state == STATE_l2mem0)? max1 : 'd0;
    end
    else begin
        cdata_wr <= 'd0;
    end
end
always @(*) begin
    if(cur_state == STATE_maxp)begin
        crd = 1;
    end
    else begin
        crd = 0;
    end
end
always @(*) begin
    if(cur_state == STATE_l1mem || cur_state == STATE_l2mem)begin
        cwr = 1;
    end
    else if(mem_cur_state != STATE_mem_IDLE && cur_state == STATE_l0mem)begin
        cwr = 1;
    end
    else begin
        cwr = 0;
    end
end
always @(posedge clk or posedge reset)begin
    if(reset)begin
        conv_data0 <= 'd0;
    end
    else if(cur_state == STATE_conv)begin
        if(ary == 0)begin
            conv_data0 <= 'd0;
        end
        else if(2 < ary && ary < 12)begin
            conv_data0 <= conv_data0 + k0;
        end
        else begin
            conv_data0 <= conv_data0;
        end
    end
    else begin
        conv_data0 <= conv_data0;
    end
end
always @(posedge clk or posedge reset)begin
    if(reset)begin
        conv_data1 <= 'd0;
    end
    else if(cur_state == STATE_conv)begin
        if(ary == 0)begin
            conv_data1 <= 'd0;
        end
        else if(2 < ary && ary < 12)begin
            conv_data1 <= conv_data1 + k1;
        end
        else begin
            conv_data1 <= conv_data1;
        end
    end
    else begin
        conv_data1 <= conv_data1;
    end
end
always @(posedge clk or posedge reset) begin
    if(reset)begin
        ary <= 0;
    end
    else if(cur_state == STATE_conv)begin
        if(ary == 12)begin
            ary <= 0;
        end
        else begin
            ary <= ary + 1;
        end
    end
    else begin
        ary <= ary;
    end
end
always @(posedge clk or posedge reset) begin
    if(reset)begin
        iaddr <= 0;
    end
    else if(cur_state == STATE_conv)begin
        case (ary)
            0: iaddr <= (x == 0 || y == 0)? iaddr : ((y - 1) * 64 + x - 1);
            1: iaddr <= (y == 0)? iaddr : ((y - 1) * 64 + x);
            2: iaddr <= (x == 63 || y == 0)? iaddr : ((y - 1) * 64 + x + 1);
            3: iaddr <= (x == 0)? iaddr : (y * 64 + x - 1);
            4: iaddr <= (y * 64 + x);
            5: iaddr <= (x == 63)? iaddr : (y * 64 + x + 1);
            6: iaddr <= (x == 0 || y == 63)? iaddr : ((y + 1) * 64 + x - 1);
            7: iaddr <= (y == 63)? iaddr : ((y + 1) * 64 + x);
            8: iaddr <= (x == 63 || y == 63)? iaddr : ((y + 1) * 64 + x + 1);
            default: iaddr <= iaddr;
        endcase
    end
    else begin
        iaddr <= 0;
    end
end
always @(posedge clk or posedge reset) begin
    if(reset)begin
        conv_check <= 0;
    end
    else if(cur_state == STATE_conv)begin
            case (ary)
                1: conv_check <= (x == 0 || y == 0)? 0 : idata;
                2: conv_check <= (y == 0)? 0 : idata;
                3: conv_check <= (x == 63 || y == 0)? 0 : idata;
                4: conv_check <= (x == 0)? 0 : idata;
                5: conv_check <= idata;
                6: conv_check <= (x == 63)? 0 : idata;
                7: conv_check <= (x == 0 || y == 63)? 0 : idata;
                8: conv_check <= (y == 63)? 0 : idata;
                9: conv_check <= (x == 63 || y == 63)? 0 : idata;
                default: conv_check <= conv_check;
            endcase
    end
    else begin
        conv_check <= 0;
    end
end
always @(posedge clk or posedge reset) begin
    if(reset)begin
        k0 <= 'd0;
    end
    else if(cur_state == STATE_conv)begin
        if(1 < ary && ary < 11)begin
            k0 <= conv_check * kernel0;
        end
        else begin
            k0 <= 'd0;
        end
    end
    else begin
        k0 <= 'd0;
    end
end
always @(posedge clk or posedge reset) begin
    if(reset)begin
        k1 <= 'd0;
    end
    else if(cur_state == STATE_conv)begin
        if(1 < ary && ary < 11)begin
            k1 <= conv_check * kernel1;
        end
        else begin
            k1 <= 'd0;
        end
    end
    else begin
        k1 <= 'd0;
    end
end
always @(posedge clk or posedge reset) begin
    if(reset)begin
        kernel0 <= 'd0;
    end
    else if(cur_state == STATE_conv)begin
        case (ary)
            1: kernel0 <= (kernel0_0);
            2: kernel0 <= (kernel0_1);
            3: kernel0 <= (kernel0_2);
            4: kernel0 <= (kernel0_3);
            5: kernel0 <= (kernel0_4);
            6: kernel0 <= (kernel0_5);
            7: kernel0 <= (kernel0_6);
            8: kernel0 <= (kernel0_7);
            9: kernel0 <= (kernel0_8);
            default: kernel0 <= 'd0;
        endcase
    end
    else begin
        kernel0 <= 'd0;
    end
end
always @(posedge clk or posedge reset) begin
    if(reset)begin
        kernel1 <= 'd0;
    end
    else if(cur_state == STATE_conv)begin
        case (ary)
            1: kernel1 <= (kernel1_0);
            2: kernel1 <= (kernel1_1);
            3: kernel1 <= (kernel1_2);
            4: kernel1 <= (kernel1_3);
            5: kernel1 <= (kernel1_4);
            6: kernel1 <= (kernel1_5);
            7: kernel1 <= (kernel1_6);
            8: kernel1 <= (kernel1_7);
            9: kernel1 <= (kernel1_8);
            default: kernel1 <= 'd0;
        endcase
    end
    else begin
        kernel1 <= 'd0;
    end
end
assign bias00 = conv_data0 + {4'b0,bias0,16'b0};
assign bias11 = conv_data1 + {4'b0,bias1,16'b0};
assign conv_out0 = ( bias00[15] )? bias00[35:16] + 1: bias00[35:16];
assign conv_out1 = ( bias11[15] )? bias11[35:16] + 1: bias11[35:16];
always @(posedge clk or posedge reset) begin
    if(reset)begin
        mcount <= 0;
    end
    else if(cur_state == STATE_maxp)begin
        mcount <= mcount + 1;
    end
    else if(mem_cur_state == STATE_l2mem0_1)begin
        mcount <= 0;
    end
    else begin
        mcount <= mcount;
    end
end
always @(posedge clk or posedge reset)begin
    if(reset)begin
        max0 <= 'd0;
    end
    else if(cur_state == STATE_maxp)begin
        if(max0 < cdata_rd && mem_cur_state == STATE_l0mem0)begin
            max0 <= cdata_rd;
        end
        else begin
            max0 <= max0;
        end
    end
    else if(mem_cur_state == STATE_l2mem0)begin
        max0 <= 'd0;
    end
    else begin
        max0 <= max0;
    end
end
always @(posedge clk or posedge reset)begin
    if(reset)begin
        max1 <= 'd0;
    end
    else if(cur_state == STATE_maxp)begin
        if(!mcount)begin
            max1 <= 0;
        end
        else if(max1 < cdata_rd && mem_cur_state == STATE_l0mem1)begin
            max1 <= cdata_rd;
        end
        else begin
            max1 <= max1;
        end
    end
    else begin
        max1 <= max1;
    end
end
always @(posedge clk or posedge reset)begin
    if(reset)begin
        x <= 0;
    end
    else if(cur_state == STATE_maxp && pre_state == STATE_l0mem)begin
        x <= 0;
    end
    else if(mem_cur_state == STATE_l2mem0_1)begin
        if(x == 62)begin
            x <= 0;
        end
        else begin
            x <= x + 2;
        end
    end
    else if(pre_state == STATE_conv && mem_cur_state == STATE_l0mem1)begin
        if(x == 63)begin
            x <= 0;
        end
        else begin
            x <= x + 1;
        end
    end 
    else begin
        x <= x;
    end
end
always @(posedge clk or posedge reset)begin
    if(reset)begin
        y <= 0;
    end
    else if(cur_state == STATE_maxp && pre_state == STATE_l0mem)begin
        y <= 0;
    end
    else if(mem_cur_state == STATE_l2mem0_1)begin
        if(x == 62)begin
            y <= y + 2;
        end
        else begin
            y <= y;
        end
    end
    else if(pre_state == STATE_conv && mem_cur_state == STATE_l0mem1)begin
        if(x == 63)begin
            if(y == 63)begin
                y <= 0;
            end
            else begin
                y <= y + 1;
            end
        end
        else begin
            y <= y;
        end
    end
    else begin
        y <= y;
    end
end
endmodule
[./constraint.sdc]
current_design CONV

set clk_period 13.7
set clk_io_pct 0.2

create_clock -name clk0 -period $clk_period [get_ports {clk}]

set non_clock_inputs [all_inputs -no_clocks]
set_input_delay [expr $clk_period * $clk_io_pct] -clock clk0 $non_clock_inputs
set_output_delay [expr $clk_period * $clk_io_pct] -clock clk0 [all_outputs]
[./run.sh]
#!/bin/bash
# OpenROAD 26Q1-2900-gdf79404cd8, Yosys 0.63+post, stock flow scripts
make -C /OpenROAD-flow-scripts/flow DESIGN_CONFIG=/design/flow/config.mk WORK_HOME=/design/flow/orfs finish
[./config.mk]
export PLATFORM = sky130hd
export DESIGN_NAME = CONV
export DESIGN_NICKNAME = CONV
export VERILOG_FILES = /design/flow/design.v
export SDC_FILE = /design/flow/constraint.sdc
export NUM_CORES = 4
export LEC_CHECK = 1
export CORE_UTILIZATION = 30
==> flow_summary.ini <==
; yosys + openroad results
[synth]
syn_area_um2 = 47100
ys_cells = 5258
ys_area_um2 = 47100
netlist.area_leader.share = 0.323
ys_sh_simple = 0.158
synth.avg_cell_area_um2 = 8.96
topCombFamilyByArea = adder cells
netlist_instances = 5258
ys_sh_mux = 0.00709
adder_share = 0.416
synth-xor-area-share = 0.0467
synthArstFlopShare = 1.00
edf_count = 0
ys_sh_aoi = 0.117
area_leaders = fa_1 (32%), dfrtp_1 (16%), ha_1 (9.3%)
yosysTopAreaCell = fa_1
synth.distinct_cells = 91
numSynthFlops = 297
synthFlopType = dfrtp_1
ys_seq_share = 0.158
ys_warn_count = 1

[run_status]
outcome = completed

[clock_tree]
clk_path_buf_depth = 3
clk_latency_ps = 630
root_buffer = clkbuf_16
post_cts_buffers = 0
cts_max_level = 2
numCtsBuffers = 40
post_cts_resized = 0
holdBufCountCts = 0
clock_sinks = 297
cts.clk_slew.worst_paths_ps = 60
cts_tree = built

[drt]
vias = 35437
dr.pass1.iters = 5
remaining_drc_errors = 0
vias_per_cell = 4.85
postRouteAntennaNets = 0
avgRoutedWirePerCell_um = 17.4
initialDrtViolationCount = 2028
wl_um = 127000

[finish]
logic_area_um2 = 35100
drive_above_1_share = 0.0356
final_util = 0.331
fillCellCount = 15883
seq_area_um2 = 7430
postLayoutCellArea_um2 = 51600
area_growth_pct = 9.66

[die]
die_width_um = 398
core_um2 = 156000
rows = 145
ioPinCount = 105
chipArea_um2 = 159000
fp_util = 0.302
die_h_um = 398

[grt]
grt_overflow_total = 0
grt_first_pass_wirelength_um = 205000
grt_usage = 0.172
antenna_found_initial = 2
grt_pass1_vias = 36918
grt_max_degree = 69

[final_timing]
rsz0062_at_grt = no
finalCritPeriodShare = 0.590
hold_viol_final = 0
setup_tns_ps = 0
fin_worst_skew_ps = 40.9
setup_viol = 0
post-route-min-period_ps = 8080
hold-worst-slack_ps = 485
worst_pin_slew_ps = 1010
slew_viol_final = 0
relSlewSlack = 0.320
fmax_ghz = 0.124

[worst_setup_path]
cp-end-kind = register
crit_path_max_fanout = 20
arrival_ps = 8550
start_kind = register
critPathKind = reg2reg
critPathRequiredTime_ps = 14170

[power]
vdd_drop_max_uv = 98.1
p_per_area_nw_per_um2 = 60.4
leakagePower_nw = 25.6

[placement]
io_buffers = 104
gp_congestion = 0.945
place_hpwl_um = 101000
placed_area_um2 = 50200

[hold_path]
hold_class = reg2reg

[run]
tool_warnings = 46
maxCapViolCount = 0
## final timing paths
check | slack, ps | start | endpoint | cells past startpoint
setup / recovery | 5620 | kernel0[3] | k0[30] | 25
hold / removal | 480 | conv_data0[9] | conv_data0[9] | 2
setup reg to reg | 5620 | kernel0[3] | k0[30] | 25
hold reg to reg | 480 | conv_data0[9] | conv_data0[9] | 2
max in group asynchronous | 9250 | reset | conv_data0[2] | 4
min in group asynchronous | 2570 | reset | busy | 2
## layout by cell type (no fill, tap or decap), types with 42 or more instances in the layout
cell               n
and2_1           364
nor2_1           258
dfrtp_1          297
nand3_1           58
a21o_1            76
fa_1             760
nor3_1            53
xnor2_1          152
a22o_1            56
clkdlybuf4s50_1  104
nand2b_1          42
nand2_1          576
o21ai_0          219
ha_1             350
inv_1            941
buf_4             64
a21oi_1          208
xor2_1            99
## sequential cells by signal, indices dropped and copies added (netlist names)
name,flops
mem_cur_state,3
iaddr,12
cdata_wr,20
max0,20
k0,36
k1,36
y,6
kernel0,17
conv_data0,36
kernel1,14
cur_state,3
busy,1
x,6
conv_check,20
pre_state,3
ary,4
max1,20
mcount,4
conv_data1,36
## through the flow
step / setup slack [ps] / power, mW / std cells
3_3_place_gp: 5780 / 1.97 / 7235
3_5_place_dp: 5700 / 1.98 / 7235
6_report: 5620 / 3.12 / 7311
2_1_floorplan: 2760 / 1.78 / 5258
5_1_grt: 5280 / 3.29 / 7310
4_1_cts: 5680 / 3.15 / 7309
## final cells by class
type                            count  area share
Clock buffer                       50      0.0209
Inverter                          945      0.0688
Sequential cell                   297       0.144
Antenna cell                        2   0.0000969
Timing Repair Buffer              168      0.0295
Clock inverter                     24     0.00686
Multi-Input combinational cell   3767       0.680
Tap cell                         2058      0.0499
## critical path, stage by stage (launching register included)
cell and delay (ps):
dfrtp_1 840, and2_1 250, fa_1 440, fa_1 530, inv_1 60, fa_1 470
inv_1 50, fa_1 490, inv_1 50, fa_1 530, inv_1 50, fa_1 480
inv_1 50, fa_1 470, inv_1 40, ha_1 310, nand2_1 80, o21ai_0 120
and3_1 230, o41ai_1 790, a31o_2 320, o21ai_0 170, o41ai_1 680, o21ai_0 210
xnor2_1 170, nor2_1 50
## where the power goes
group	leakage (nW)	switching [mW]	internal (mW)
clock	0.687	0.470	0.683
sequential	3.86	0.207	0.968
combinational	21.1	0.449	0.343
total	25.6	1.13	1.99
## routing by layer
metal | wire (um) | vias up | global-route usage
li1 | - | 16578 | -
met1 | 55700 | 17672 | 0.246
met2 | 58200 | 1032 | 0.263
met3 | 9900 | 155 | 0.0533
met4 | 3110 | 0 | 0.0353
met5 | 0 | - | 0
## cells in the mapped netlist (all sizes together) (11+ instances only)
cell    number
a211oi      28
a21o        77
a21oi      209
a221o       22
a22o        56
a22oi       22
a31oi       24
and2       367
and3        41
buf         29
clkbuf     219
dfrtp      297
fa         760
ha         350
inv        943
mux2i       30
nand2      577
nand2b      42
nand3       58
nand4       22
nor2       259
nor2b       29
nor3        56
o21a        27
o21ai      221
o21bai      17
o221ai      11
o22ai       11
or2         14
or3         19
xnor2      152
xor2        99
## kinds of logic (layout without fill, tap and decap cells)
logic type	count (synthesis)	count (layout)
AND-OR/OR-AND	845	845
XOR/XNOR	251	251
adder cells (fa/ha/maj)	1110	1110
buffers and inverters	1194	1187
flip-flops	297	297
multiplexers	33	33
other	0	2
AND/OR/NAND/NOR	1528	1528
Power is estimated from default activity; no workload was simulated.
